<file path="./design.v">
module  excute_ALU0(
    input               clk,
    input               rst_n,       
    input               ALU0_vld,
    input       [4:0]   ALU0_op,
    input       [5:0]   ALU0_dest,
    input       [5:0]   ALU0_ROB_ID,
    input       [5:0]   ALU0_PR_source1,     
    input       [5:0]   ALU0_PR_source2,
    input       [31:0]  ALU0_data_source1,
    input       [31:0]  ALU0_data_source2,
    input       [63:0]  CNT,
    input       [31:0]  CNTID,
    input       [5:0]   ALU0_PR_bypass,     
    input       [31:0]  ALU0_data_bypass,  
    input       [5:0]   BRU_PR_bypass,     
    input       [31:0]  BRU_data_bypass,   
    output  reg         ALU0_result_vld,
    output  reg         ALU0_result_ROB_ID,
    output  reg [5:0]   ALU0_PR_result,
    output  reg [31:0]  ALU0_result
);
    wire [31:0] source1 = (ALU0_PR_source1 == ALU0_PR_bypass) ? ALU0_data_bypass :
                          (ALU0_PR_source1 == BRU_PR_bypass) ? BRU_data_bypass : ALU0_data_source1;
    wire [31:0] source2 = (ALU0_PR_source2 == ALU0_PR_bypass) ? ALU0_data_bypass :
                          (ALU0_PR_source2 == BRU_PR_bypass) ? BRU_data_bypass : ALU0_data_source2;
    wire [31:0] unsigned_imm32 = {20'd0, source2[11:0]};
    wire [31:0] signed_imm32 = {{20{source2[11]}}, source2[11:0]};
    wire [4:0]  unsigned_imm5 = source2[4:0];
    always@(posedge clk or negedge rst_n)begin       
        if(!rst_n)
            ALU0_result_vld <= 1'b0;
        else
            ALU0_result_vld <= ALU0_vld;
    end
    always@(posedge clk)begin       
        if(ALU0_vld)
            ALU0_result_ROB_ID <= ALU0_ROB_ID;
    end
    always@(posedge clk)begin       
        if(ALU0_vld)
            ALU0_PR_result <= ALU0_dest;
    end
    always@(posedge clk)begin        
        if(ALU0_vld)begin
            case (ALU0_op)
                5'd0: ALU0_result <= {source2[19:0], 12'd0};
                5'd1: ALU0_result <= (source1[31] ^ signed_imm32[31]) ? {31'd0, source1[31]} : 
                                                                    (source1 < signed_imm32);
                5'd2: ALU0_result <= (source1 < unsigned_imm32);
                5'd3: ALU0_result <= source1 + signed_imm32;
                5'd4: ALU0_result <= (source1 & unsigned_imm32);
                5'd5: ALU0_result <= (source1 | unsigned_imm32);
                5'd6: ALU0_result <= (source1 ^ unsigned_imm32);
                5'd7: ALU0_result <= (source1 + source2);
                5'd8: ALU0_result <= (source1 - source2);
                5'd9: ALU0_result <= (source1[31] ^ source2[31]) ? {31'd0, source1[31]} : 
                                                                     (source1 < source2);
                5'd10:ALU0_result <= (source1 < source2);
                5'd11:ALU0_result <= ~(source1 | source2);
                5'd12:ALU0_result <= (source1 & source2);
                5'd13:ALU0_result <= (source1 | source2);
                5'd14:ALU0_result <= (source1 ^ source2);
                5'd15:ALU0_result <= (source1 << source2[4:0]);
                5'd16:ALU0_result <= (source1 >> source2[4:0]);
                5'd17:ALU0_result <= (source1 >>> source2[4:0]);
                5'd18:ALU0_result <= CNT[63:32];
                5'd19:ALU0_result <= CNT[31:0];
                5'd20:ALU0_result <= CNTID;
                5'd21:ALU0_result <= (source1 << unsigned_imm5);
                5'd22:ALU0_result <= (source1 >> unsigned_imm5);
                5'd23:ALU0_result <= (source1 >>> unsigned_imm5);
                default: ;
            endcase
        end
    end
endmodule
</file>
<file path="./config.mk">
export PLATFORM = sky130hd
export DESIGN_NAME = excute_ALU0
export DESIGN_NICKNAME = excute_ALU0
export VERILOG_FILES = /design/flow/design.v
export SDC_FILE = /design/flow/constraint.sdc
export NUM_CORES = 4
export LEC_CHECK = 1
export CORE_UTILIZATION = 40
</file>
<file path="./constraint.sdc">
current_design excute_ALU0

set clk_period 1.0
set clk_io_pct 0.2

create_clock -name clk0 -period $clk_period [get_ports {clk}]

set non_clock_inputs [all_inputs -no_clocks]
set_input_delay [expr $clk_period * $clk_io_pct] -clock clk0 $non_clock_inputs
set_output_delay [expr $clk_period * $clk_io_pct] -clock clk0 [all_outputs]
</file>
<file path="./run.sh">
#!/bin/bash
# OpenROAD 26Q1-2900-gdf79404cd8, Yosys 0.63+post, stock flow scripts
make -C /OpenROAD-flow-scripts/flow DESIGN_CONFIG=/design/flow/config.mk WORK_HOME=/design/flow/orfs finish
</file>
==> results.txt <==
Stop err: [ERROR GRT-0232] Routing congestion too high. Check the congestion heatmap in the GUI.
Flops after synth: 40
I/O Pins: 308
Mapped Cells: 1,924
Synth warn: 1
Placer congestion estimate: 1.237
Dpl hpwl: 68,490 µm
Synth Flop Type: edfxtp_1
Die span in y: 185.7 µm
Area after DPL: 22,010 µm²
WEP type: register data pin
Root Buffer: clkbuf_16
Status: stopped before the end
Failed at: global routing
Starting Density: 41.05%
Worst_ep grt: ALU0_result[0]$_DFFE_PP_/D
Row count: 66
Sequential-to-total area share from yosys stat: 8.866%
Cts bufs inserted: 5
H-tree depth: 2
Die width: 185.7 µm
Post-synth ARST share: 2.500%
Yosys stat cell total: 1,924
Hold Buf Count CTS: 0
Number of enable flip-flop cells: 39
PortBufs: 302
Synth Cell Area: 13,490 µm²
Yosys top cell by area: ha_1
Largest net degree at the start of global routing: 53
Yosys Chip Area: 13,490 µm²
Clock buffer depth: 2
Top cell area share: 11.69%
Syn Area/Cell: 7.012 µm²
CTS sink count: 40
Synth cell types: 106
Top cells, area: ha_1 12%, mux2i_1 9.6%, edfxtp_1 8.7%
Placed cell count: 3,192
Yosys cell counts, types with 8 or more instances:
master	n
nand2_1	217
o21ai_0	168
nor2_1	156
mux2i_1	130
a21oi_1	127
ha_1	126
inv_1	82
clkbuf_1	79
nand3_1	75
nor3_1	63
xnor2_1	46
edfxtp_1	39
o211ai_1	36
a221oi_1	33
a21o_1	32
buf_2	31
a31oi_1	28
o22ai_1	24
a211oi_1	21
buf_1	19
o21ai_1	19
nand4_1	18
nand2b_1	17
o21bai_1	17
a22oi_1	16
o221ai_1	16
a32oi_1	14
o2111ai_1	14
nor2b_1	13
xor2_1	13
or3_1	12
and3_1	11
a2111oi_0	10
a31o_2	9
and2_1	9
mux2_2	9
a221o_1	8
o21a_1	8
per-stage QoR:
step	worst slack, ns	hold WS (ns)	setup TNS [ns]	utilization [%]
floorplan	-3.149	-0.09559	-100.04	-
global placement	-4.082	0.3522	-135.70	66.97
detailed placement	-4.062	0.3558	-137.14	66.97
CTS	-2.990	0.04937	-89.50	71.13
timing repair:
| action | CTS |
|---|---|
| pin swaps | 96 |
| cloned | 7 |
| resized | 415 |
| buffers inserted | 62 |
| endpoints found under the setup margin | 104 |
cells by family after synthesis:
kind of cell / Yosys count / share of synthesized area [%]
simple gates: 625 / 21.33
flops: 40 / 8.866
mux: 139 / 10.40
compound gates: 700 / 36.22
xor+xnor: 59 / 3.830
fa+ha+maj: 128 / 11.98
buf+inv: 233 / 7.373
