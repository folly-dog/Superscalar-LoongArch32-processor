==> ./design.v <==
module BTB (
    input               clk,
    input               rst_n,
    input               PC_vld,
    input       [31:0]  PC,
    input               retire_en,
    input       [31:0]  PC_retire,
    input       [31:0]  PC_target_retire,
    input               hold_stage1_2,
    output  reg [31:0]  PC_target,
    output  reg [31:0]  PC_target_stage1,
    output              BTB_hit,
    output              instruction0_vld_stage0,
    output              instruction1_vld_stage0,
    output              instruction2_vld_stage0,
    output              instruction3_vld_stage0
);
    reg  [31:11] BTB_tag [10:4];
    reg  [3:2]   BTB_offest [10:4];
    reg          BTB_vld [10:4];
    reg  [31:0]  BTB_target [10:4];
    reg  [1:0] offest_switch;
    reg  [3:0] PC_inst_vld;
    reg  [3:0] hit_inst_vld;
    wire  BTB_hit_wr;
    integer i;
    assign BTB_hit_wr = PC_vld && retire_en && (PC[31:11] == PC_retire[31:11]) && (PC[3:2] <= PC_retire[3:2]);
    assign BTB_hit = PC_vld && BTB_vld[PC[10:4]] && (PC[31:11] == BTB_tag[PC[10:4]]) && (PC[3:2] <= BTB_offest[PC[10:4]]);
    always @(posedge clk or negedge rst_n) begin             
        if(!rst_n)
            for(i = 0; i < 7'h7f; i = i + 1)begin
                BTB_tag[i] <= 21'd0;
                BTB_offest[i] <= 2'd0;
                BTB_vld[i] <= 1'b0;
                BTB_target[i] <= 32'd0;
            end
        else if(retire_en)begin
            BTB_tag[PC_retire[10:4]] <= PC_retire[31:11];
            BTB_offest[PC_retire[10:4]] <= PC_retire[3:2];
            BTB_vld[PC_retire[10:4]] <= 1'b1;
            BTB_target[PC_retire[10:4]] <= PC_target_retire;
        end
    end
    always@(*)begin           
        if(BTB_hit_wr)
            PC_target = PC_target_retire;
        else if(BTB_hit)
            PC_target = BTB_target[PC[10:4]];
        else
            PC_target = 32'd0;
    end
    always @(posedge clk or negedge rst_n) begin         
        if(!rst_n)
            PC_target_stage1 <= 32'd0;
        else if(!hold_stage1_2) begin
            if(BTB_hit || BTB_hit_wr)
                PC_target_stage1 <= PC_target;
            else
                PC_target_stage1 <= (((PC >> 4) + 1'b1) << 4);
        end
    end
    always @(*) begin            
        if(BTB_hit_wr)
            offest_switch = PC_retire[3:2];
        else if(BTB_hit)
            offest_switch = BTB_offest[PC[10:4]];
        else
            offest_switch = 2'b11;
    end
    always @(*) begin            
        case (PC[3:2])
            2'b00: PC_inst_vld = 4'b1111;
            2'b01: PC_inst_vld = 4'b0111;
            2'b10: PC_inst_vld = 4'b0011;
            2'b11: PC_inst_vld = 4'b0001;
        endcase
    end
    always @(*) begin            
        case (offest_switch)
            2'b00: PC_inst_vld = 4'b1000;
            2'b01: PC_inst_vld = 4'b1100;
            2'b10: PC_inst_vld = 4'b1110;
            2'b11: PC_inst_vld = 4'b1111;
        endcase
    end
    assign {instruction0_vld_stage0, instruction1_vld_stage0, 
            instruction0_vld_stage2, instruction3_vld_stage0} = PC_inst_vld & hit_inst_vld;
endmodule
==> ./run.sh <==
#!/bin/bash
# OpenROAD 26Q1-2900-gdf79404cd8, Yosys 0.63+post, stock flow scripts
make -C /OpenROAD-flow-scripts/flow DESIGN_CONFIG=/design/flow/config.mk WORK_HOME=/design/flow/orfs finish
==> ./config.mk <==
export PLATFORM = sky130hd
export DESIGN_NAME = BTB
export DESIGN_NICKNAME = BTB
export VERILOG_FILES = /design/flow/design.v
export SDC_FILE = /design/flow/constraint.sdc
export NUM_CORES = 4
export LEC_CHECK = 1
export CORE_UTILIZATION = 40
==> ./constraint.sdc <==
current_design BTB

set clk_period 21.9
set clk_io_pct 0.2

create_clock -name clk0 -period $clk_period [get_ports {clk}]

set non_clock_inputs [all_inputs -no_clocks]
set_input_delay [expr $clk_period * $clk_io_pct] -clock clk0 $non_clock_inputs
set_output_delay [expr $clk_period * $clk_io_pct] -clock clk0 [all_outputs]
==> notes.md <==
The synthesis and place-and-route flow finished, so here is a summary.

The number of global-route vias before repair is 20,000. The met1 routed wirelength after detailed routing came out at between 30,000 and 40,000 um. The launch point of the worst min-delay path is recorded as BTB_vld[7]. The routed length per placed instance is 26.8 um.

The yosys synthesis chip area came out at 0.0282 sq mm. The number of nets with antenna violations after routing came out at 0. The arrival time of the worst setup path came out at 11,130 ps.

After technology mapping, the gate count stands at 2,065. The chip width came out at roughly 270 um. The half-perimeter wire length of the detailed placement result is a little under 50,000 um.

The OpenROAD warning count came out at 35. The routability congestion estimate from global placement came out at 0.915. For this run, the register share of the synthesized area comes to 0.610. The top-level port count is roughly 170. The capture point of the critical path is PC_target[28].

The standard-cell row count is 97. Per the repair_timing log after CTS, setup buffers inserted total 0. Max fanout on the critical path was recorded as 35. The final cell area excluding filler cells is 0.0330 sq mm. STA classifies the critical path startpoint as a primary input. The starting DRC count in detailed routing is 1,354. The worst setup path is captured at an output pin.

The area of the die came out at about 0.072 sq mm. The number of enable flip-flop cells is ~220. The area share of and/or/nand/nor cells after synthesis came out at 0.0462. The area share of and-or/or-and cells after synthesis came out at 0.132. Looking at the clock tree report, the root buffer type is sky130_fd_sc_hd__clkbuf_16. In this run the power density over the cells is ~91 mW/mm^2. The timing report gives the biggest stage delay along the critical path as 630 ps. The async set or reset register ratio after synthesis is 0.658.

Signal nets in the final route climb as high as met5. The worst slew slack as a fraction of its limit is 0.403. By count the netlist is led by sky130_fd_sc_hd__dfrtp_1, sky130_fd_sc_hd__mux2_2, sky130_fd_sc_hd__edfxtp_1. The total clock sinks is 644.

The clock slew seen by the registers of the worst setup and hold paths is 60 ps. In the synthesized netlist the dominant register cell turns out to be sky130_fd_sc_hd__dfrtp_1. The number of violations of the max-capacitance limit is 0. In the final report, the number of pins over their slew limit comes to 0. The number of warnings reported in the yosys synthesis log came out at 15. The worst reg-to-reg setup slack came out at ~17,000 ps.

After synthesis, the largest family of logic cells by area is multiplexers. The post-cts repair resize count is 0. The synthesized netlist occupies a cell area of 0.0282 sq mm. The leakage dissipation is ~13 nW.

The area growth from synthesis to final layout came out at 16.8%. The timing report shows the most common cell along the critical path to be sky130_fd_sc_hd__buf_4. The pin count of the biggest net entering global routing came out at between 50 and 60. In the post-synthesis netlist, the cell with the most instances is sky130_fd_sc_hd__dfrtp_1. The final worst clock skew came out at 27.8 ps.

The flow ran to the end, and the final reports show no timing, DRC or antenna violations. The main area contributors are sky130_fd_sc_hd__dfrtp_1, sky130_fd_sc_hd__edfxtp_1, sky130_fd_sc_hd__mux2_2, sky130_fd_sc_hd__a221oi_1, sky130_fd_sc_hd__a22o_1. In this run the worst setup path begins at PC[5].

The worst min-delay path category is reg -> reg. The first global-routing pass estimated between 100,000 and 150,000 um of wire. The highest clock rate this design can be run at is ~64 MHz. Dividing the detail-routed via count by the number of cells gives 5.97.

The detailed-route wire length came out at 85,500 um. The count of distinct cell types in the synthesized netlist is ~70. The detailed router placed between 15,000 and 20,000 vias in this run.

The area used by multi-input combinational logic came out at ~0.010 sq mm. sky130_fd_sc_hd__dfrtp_1 takes more of the synthesized area than any other cell. Per the layout report, the design carries between 5,000 and 6,000 filler cells. From bottom edge to top edge, the die measures about 270 um.

Per the Yosys statistics, synthesis produced around 2,100 cells. Along the worst hold path, the cell count comes to 1. A synthesized cell averages ~14 sq um. Yosys reports the multiplexer fraction of the synthesized area as 0.163. The fraction of layout instances using a drive strength above 1 came out at 0.265. The area used by sequential logic in the layout came out at approximately 0.017 sq mm. TritonCTS built the clock tree. The endpoint of the worst-slack reg-to-reg timing path is PC_target_stage1[0]. By startpoint and endpoint, the worst setup path is classified as in -> out. The fraction of the core area occupied by cells at floorplan is 0.404. The detailed router reports a met3 wire length of 10,100 um. The summed negative setup slack over all endpoints came out at 0 ps. The number of iterations in the first detailed-routing pass is 8. The DRC violation total left in the routed layout is recorded as 0.

The worst ir drop on vdd came out at 0.0679 mV. The area fraction in xor and xnor cells came out at 0.0180. Setup repair after global routing left no endpoint under its margin. The actual slew at the worst max-slew pin is 895 ps. The length in cells of the worst reg-to-reg path is 14. The number of antenna violations at the first check in global routing came out at 5. The final worst hold slack came out at around 470 ps. After detailed placement, the design holds a cell count of slightly above 3,000. The placed instance area came out at a little over 0.03 sq mm. The count of cells in the finished layout, fillers not included, comes to 3,185.

The clock period minus final worst setup slack came out at roughly 16,000 ps. The required time reported for the critical path endpoint is approximately 18,000 ps. Wire segments on met2 add up to slightly below 40,000 um in the final route. The adder-cell area share of the yosys netlist came out at 0.00355. STA lists the startpoint of the worst register-to-register path as BTB_offest[5][3]. The number of buffers on the longest clock path is 3. The antenna diode count is 0.

The final report lists the setup-violating endpoint count as 0. The total CTS buffers came out at 70. Among all stages on the critical path, the largest delay is contributed by sky130_fd_sc_hd__ha_2. The number of synthesized register bits came out at roughly 640.

The count of buffers from port buffering came out at about 160. The fraction of the cycle the final worst path needs is 0.708. Buffers inserted to repair hold after CTS numbered 0. The fraction of synthesized cell area taken by the top area cell type came out at 0.376. For this run, the total global-route usage over all layers was measured as 0.260. The clock latency on the worst-skew pair is 610 ps. Listed in order, past its start point the critical path passes clkdlybuf4s50_1 > inv_1 > ha_2 > buf_4 > and2_2 > buf_4 > a22oi_1 > nand3_1 > a21oi_1 > ha_1 > nor2b_1 > o21ai_0 > nand2_1 > a311o_1 > nor4_1 > nor4bb_4 > nand3b_2 > buf_4 > o21ai_1 > clkdlybuf4s50_1. The total area inside the core boundary comes to 0.0699 sq mm. The global route total overflow is 0.

The number of hold-slack violations in the final timing report came out at 0. The depth of the CTS H-tree is 3.
==> sequential cells by signal (all words and copies together), names as in the netlist <==
name	cells
BTB_target	352
BTB_tag	231
PC_target_stage1	32
BTB_offest	22
BTB_vld	7
==> layer usage <==
layer | GRT usage | up-vias
li1 | - | 8209
met1 | 0.366 | 9744
met2 | 0.379 | 914
met3 | 0.127 | 151
met4 | 0.0559 | 10
met5 | 0.00832 | -
==> metrics by stage <==
stage	util	power (mW)	worst slack, ps
3_3_place_gp	0.441	1.89	6460
3_5_place_dp	0.441	1.91	6490
4_1_cts	0.472	3.02	6480
2_1_floorplan	-	1.76	9360
6_report	0.472	3.00	6390
5_1_grt	0.472	3.12	6100
==> placed cells by master, fill, tap and decap left out, drive strengths merged, types with 68 or more instances in the layout <==
cell | Yosys | layout
a21oi | 92 | 92
a221oi | 85 | 85
a22o | 68 | 68
a22oi | 68 | 68
clkbuf | 111 | 103
clkdlybuf4s50 | 0 | 154
dfrtp | 424 | 424
edfxtp | 220 | 220
mux2 | 397 | 397
nand2 | 85 | 85
o21ai | 73 | 73
==> where the power goes <==
part           switching (mW)  internal [mW]  total [mW]
combinational           0.182          0.199       0.382
sequential             0.0881           1.42        1.51
clock                   0.471          0.632        1.10
==> kinds of logic after synthesis <==
family / Yosys count
AOI/OAI and AO/OA: 501
xor gates and xnor gates: 58
adders and majority gates: 8
buffers and inverters: 188
DFF: 644
muxes: 409
other: 1
and+or+nand+nor: 256
==> critical path: cells and delay by family <==
family | cells | cell delay, ps
adders and majority gates | 2 | 930
AOI/OAI and AO/OA | 5 | 1310
buffers and inverters | 6 | 2740
and+or+nand+nor | 7 | 1720
==> final cells by class <==
type,count,share of cell area
Clock buffer,103,0.0603
Clock inverter,26,0.00455
Inverter,27,0.00307
Multi-Input combinational cell,1236,0.315
Sequential cell,644,0.522
Tap cell,940,0.0357
Timing Repair Buffer,209,0.0593
==> worst min-delay path by stage <==
stage	end
6_report	BTB_vld[7]
5_1_grt	BTB_vld[4]
4_1_cts	BTB_vld[7]
Power figures rest on the tool's default switching activity, not on a simulated workload.
