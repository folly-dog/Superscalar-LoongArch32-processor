--- ./config.mk ---
export PLATFORM = sky130hd
export DESIGN_NAME = branch_predict
export DESIGN_NICKNAME = branch_predict
export VERILOG_FILES = /design/flow/design.v
export SDC_FILE = /design/flow/constraint.sdc
export NUM_CORES = 4
export LEC_CHECK = 1
export CORE_AREA = 10 10 97 97
export DIE_AREA = 0 0 107 107
--- ./constraint.sdc ---
current_design branch_predict

set clk_period 3.1
set clk_io_pct 0.2

create_clock -name clk0 -period $clk_period [get_ports {clk}]

set non_clock_inputs [all_inputs -no_clocks]
set_input_delay [expr $clk_period * $clk_io_pct] -clock clk0 $non_clock_inputs
set_output_delay [expr $clk_period * $clk_io_pct] -clock clk0 [all_outputs]
--- ./design.v ---
module branch_predict (
    input               clk,
    input               rst_n,
    input       [31:0]  PC,
    input               PC_vld,
    input       [31:0]  PC_retire,
    input               retire_en,
    input               jump_retire,
    output              jump_predict
);
    reg  [3:0]  BHT [9:4];
    reg  [1:0]  PHT [6:0];
    wire [3:0]  BH;
    wire [3:0]  BH_retire;
    wire [6:0]  PH_idx;
    wire [6:0]  PH_idx_retire;
    assign  BH = PC_vld ? BHT[PC[9:4]] : 4'd0;
    assign  BH_retire = retire_en ? BHT[PC_retire[9:4]] : 4'd0;
    assign  PH_idx = PC_vld ? {BH, PC[4:2]} : 7'd0;
    assign  PH_idx_retire = retire_en ? {BH_retire, PC_retire[4:2]} : 7'd0;
    integer i;
    always @(posedge clk or negedge rst_n) begin             
        if(!rst_n)
            for(i = 0; i < 6'h3f; i = i + 1)
                BHT[i] <= 4'b0000;
        else if(retire_en)
            BHT[PC_retire[9:4]] <=  {BH_retire[3:1], jump_retire};
    end
    always @(posedge clk or negedge rst_n) begin             
        if(!rst_n)
            for(i = 0; i < 7'h7f; i = i + 1)
                PHT[i] <= 2'b01;
        else if(retire_en)
            case (PHT[PH_idx_retire])
                2'b00: PHT[PH_idx_retire] <= jump_retire ? 2'b01 : 2'b00;
                2'b01: PHT[PH_idx_retire] <= jump_retire ? 2'b10 : 2'b00;
                2'b10: PHT[PH_idx_retire] <= jump_retire ? 2'b11 : 2'b01;
                2'b11: PHT[PH_idx_retire] <= jump_retire ? 2'b11 : 2'b10;
            endcase
    end
    assign jump_predict = PC_vld && ((PHT[PH_idx] == 2'b10) || (PHT[PH_idx] == 2'b11));
endmodule
--- ./run.sh ---
#!/bin/bash
# OpenROAD 26Q1-2900-gdf79404cd8, Yosys 0.63+post, stock flow scripts
make -C /OpenROAD-flow-scripts/flow DESIGN_CONFIG=/design/flow/config.mk WORK_HOME=/design/flow/orfs finish
==> GITHUB_STEP_SUMMARY <==
## PnR job results

| Metric | Value |
|---|---|
| Measured slew at the worst slew-check pin | 0.636 ns |
| Relative slew slack | 57.5% |
| 1st-iter DRT viols | 17 |
| Floorplan die height | 107 um |
| Timing-limited maximum frequency | 351 MHz |
| Overall die width | 107 um |
| Part of the cycle the worst path needs | 92.0% |
| Number of buffer cells added on primary ports | 11 |
| Max FFs per register | 14 |
| Ratio of cells with drive above 1 in the final layout | 31.1% |
| Tool Warnings | 83 |
| Antenna Diode Count | 0 |
| Clk latency late pin | 0.24 ns |
| Registers with the highest flip-flop counts | PHT x14 |
| Logic depth of the worst register-to-register path | 5 |
| Worst EP required | 2.48 ns |
| Number of synthesis warnings | 3 |
| Final core utilization | 15.9% |
| Global-route wire length before repair | 3220 um |
| Half-perimeter wire length after detailed placement | 1500 um |
| All-layer global routing usage | 3.42% |
| Chip area | 11400 um^2 |
| CTS Root Cell | clkbuf_8 |
| Core region area | 7290 um^2 |
| Power Dens Cells | 536 nW/um^2 |
| Final sum of negative setup slack | 0 ns |
| Mean Syn Cell Area | 9.85 um^2 |
| Worst min path class | reg2reg |
| Synth Register Bits | 14 |
| Total wire length | 1920 um |
| Maximum resistive drop on vdd | 113 uV |
| WHS Path Cells | 2 |
| Outcome | complete, no violations |
| Number of buffers created by CTS | 3 |
| Number of instances in the synthesized netlist | 89 |
| Routed vias | 692 |
| P_leak | 0.000447 uW |
| Top-level port count | 70 |
| Startpoint class of the critical path | input port |
| # resized after CTS | 0 |
| Vias in the first global route | 651 |
| Hold Buf Count CTS | 0 |
| CTS tree | built |
| Final-report hold violation count | 0 |
| Weighted congestion at the end of routability-driven global placement | 0.801 |
| Final-report setup violation count | 0 |
| Count of library flops with an enable pin | 0 |
| Number of antenna violations at the first check in global routing | 0 |
| Clock-pin slew reported for the worst setup and hold paths after clock tree synthesis | 0.06 ns |
| Buffers inserted during post-CTS setup optimization | 0 |
| Async set or reset register ratio after synthesis | 100% |
| RSZ-0062 raised after global routing | no |
| Layout Skew | 0.00138 ns |
| CTS HTree Levels | 1 |
| Remaining global-route overflow | 0 |
| Post-synthesis chip area from yosys | 877 um^2 |
| DRT antenna net count | 0 |
| Per-cell via count in the routed design | 3.43 |
| Largest buffer count on any clock path | 2 |
| Startpoint-to-endpoint class of the critical path | in2out |
| Final Critical Period | 2.85 ns |
| Post-synth cell types | 35 |
| Number of sinks handled by clock tree synthesis | 14 |
| Top logic cell by instance count in the layout | nand2_1 |
| Placed insts | 198 |
| Worst path arrival time | 2.23 ns |
| Core Rows | 31 |
| Endpoint type of the worst setup path | primary output |
| Initial cell density of the core | 12.0% |
| Layout-stage area growth over the synthesis result | 32.5% |
| Detail-routed net length per standard cell | 9.48 um |
| Pin count of the biggest net entering global routing | 15 |
| Max_cap viols | 0 |
| Detailed-router iteration count before antenna repair | 4 |
| Hold_sp | PHT[5][0] |
| Portion of the post-synthesis area used by sequential elements | 40.9% |
| Register with the highest flop count | PHT |
| Non-filler cells, final | 202 |
| Residual DRC count | 0 |
| Worst flop-to-flop path startpoint | PHT[6][0] |
| Yosys stat cell total | 89 |
| Worst setup path startpoint | PC[2] |
| Highest-count cells in the layout ignoring fill and taps | nand2_1 (18), clkdlybuf4s50_1 (11) |
| Number of max-slew violations in the final report | 0 |
| Main synth FF type | dfstp_2 |
| Critical path peak fanout | 2 |
| Syn Std Cell Area | 877 um^2 |
## power breakdown
part	internal [uW]	switching, uW	total (uW)
clock network	112	63.9	176
registers	247	31.6	278
logic	90.3	78.5	169
## worst max-delay path, stage by stage
cell,delay (ns)
clkdlybuf4s50_1,0.51
mux4_2,0.50
mux2i_1,0.14
nor2b_1,0.06
clkdlybuf4s50_1,0.40
## cell type report
type                       instances  area, um^2
fill                             842        6130
multi-input combinational         69         484
sequential                        14         359
timing repair buffer              14         133
tap                               99         124
clock buffer                       4        55.1
inverter                           2        7.51
## synth_stat cells (all sizes together), types with 2 or more instances
cell	instances	share of area (%)
a31oi	2	1.4
and3b	4	4.1
buf	4	3.0
dfrtp	7	20
dfstp	7	21
inv	2	0.86
maj3	2	2.9
mux2	3	4.3
mux4	2	5.1
nand2	18	7.7
nand3	4	2.3
nor2	2	0.86
nor2b	3	2.1
o21ai	15	12
## final timing paths
check	endpoint	slack [ns]
setup / recovery	jump_predict	0.25
hold / removal	PHT[5][0]	0.47
setup reg to reg	PHT[1][0]	1.26
hold reg to reg	PHT[5][0]	0.47
max in group asynchronous	PHT[1][1]	1.92
min in group asynchronous	PHT[3][1]	0.77
## metrics by stage
stage | setup WS [ns] | hold WS [ns] | total power, uW | cell area, um^2
2_1_floorplan | 1.11 | 0.324 | 399 | 877
3_3_place_gp | 0.224 | 0.463 | 450 | 1110
3_5_place_dp | 0.221 | 0.461 | 452 | 1110
4_1_cts | 0.221 | 0.472 | 631 | 1160
5_1_grt | 0.176 | 0.488 | 665 | 1160
6_report | 0.248 | 0.470 | 623 | 1160
## logic make-up after synthesis
family | count (synthesis) | share of synthesized area, %
AND-OR/OR-AND | 24 | 19.5
AND/OR/NAND/NOR | 37 | 22.3
flip-flops | 14 | 40.9
buffers and inverters | 6 | 3.85
adder cells (fa/ha/maj) | 2 | 2.85
multiplexers | 6 | 10.6
## per-layer routing
| metal | track usage, % | routed length (um) |
|---|---|---|
| met4 | 0.580 | 27 |
| met2 | 4.65 | 795 |
| met1 | 5.04 | 987 |
| met5 | 0 | 0 |
| met3 | 1.33 | 104 |
No activity file was given, so power comes from the tool's default toggle rates.
