==> flow/design.v <==
module PR_status (
    input               clk,
    input               rst_n,
    input               flush_stage4,
    input               inst0_dest_en,   
    input               inst1_dest_en,
    input               inst2_dest_en,
    input               inst3_dest_en,
    input       [5:0]   inst0_dest_PR,
    input       [5:0]   inst1_dest_PR,
    input       [5:0]   inst2_dest_PR,
    input       [5:0]   inst3_dest_PR,
    input               ALU0_dest_en,
    input               ALU1_dest_en,
    input               AGU_dest_en,
    input               BRU_dest_en,
    input       [5:0]   ALU0_dest_PR,
    input       [5:0]   ALU1_dest_PR,
    input       [5:0]   AGU_dest_PR,
    input       [5:0]   BRU_dest_PR,
    output reg  [63:0]  PR_status
);
    always @(posedge clk or negedge rst_n) begin     
        if(!rst_n)
            PR_status <= 64'hffffffffffffffff;
        else if(flush_stage4)
            PR_status <= 64'hffffffffffffffff;
        else begin
            if(inst0_dest_en)
                PR_status[inst0_dest_PR] <= 1'b0;
            if(inst1_dest_en)
                PR_status[inst1_dest_PR] <= 1'b0;
            if(inst2_dest_en)
                PR_status[inst2_dest_PR] <= 1'b0;
            if(inst3_dest_en)
                PR_status[inst3_dest_PR] <= 1'b0;
            if(ALU0_dest_en)
                PR_status[ALU0_dest_PR] <= 1'b1;
            if(ALU1_dest_en)
                PR_status[ALU1_dest_PR] <= 1'b1;
            if(AGU_dest_en)
                PR_status[AGU_dest_PR] <= 1'b1;
            if(BRU_dest_en)
                PR_status[BRU_dest_PR] <= 1'b1;
        end
    end
endmodule
==> flow/run.sh <==
#!/bin/bash
# OpenROAD 26Q1-2900-gdf79404cd8, Yosys 0.63+post, stock flow scripts
make -C /OpenROAD-flow-scripts/flow DESIGN_CONFIG=/design/flow/config.mk WORK_HOME=/design/flow/orfs finish
==> flow/config.mk <==
export PLATFORM = sky130hd
export DESIGN_NAME = PR_status
export DESIGN_NICKNAME = PR_status
export VERILOG_FILES = /design/flow/design.v
export SDC_FILE = /design/flow/constraint.sdc
export NUM_CORES = 4
export LEC_CHECK = 1
export CORE_UTILIZATION = 50
==> flow/constraint.sdc <==
current_design PR_status

set clk_period 1.8
set clk_io_pct 0.2

create_clock -name clk0 -period $clk_period [get_ports {clk}]

set non_clock_inputs [all_inputs -no_clocks]
set_input_delay [expr $clk_period * $clk_io_pct] -clock clk0 $non_clock_inputs
set_output_delay [expr $clk_period * $clk_io_pct] -clock clk0 [all_outputs]
==> run notes <==
Figures from the flow reports.

Logic synthesis:
- Yosys reports the multiplexer fraction of the synthesized area as 0.00378.
- The run puts the number of standard cells reported by yosys at 1115.
- Of the total synthesized cell area, the portion taken by AND-OR and OR-AND cells is 0.408.
- The run gives the warning count from the yosys run as 1.
- A synthesized cell averages around 7.4 um^2.
- The run puts the register area share after synthesis at 0.203.
- Per the synth stats, the flop cell with the highest instance count is dfstp_2.
- The run puts the post-synthesis instance area at between 0.008 and 0.009 mm^2.
- The run gives the xor-xnor portion of the synthesized cell area as 0.0201.
- Among the non-sequential cells, AND-OR/OR-AND gates take the most area.
- The post-synth count of flops with an enable pin is 0.
- The run puts the total cell area reported by yosys after synthesis at about 0.0083 mm^2.
- The cell-mix breakdown from Yosys lists the simple-gate area share as 0.259.
- Of the total synthesized cell area, the portion taken by full adders, half adders and majority gates is 0.0484.
- The run gives the distinct cell type count of the synthesized netlist as between 80 and 90.
- The run puts the cell count after synthesis at ~1100.
- The synthesis stat section lists a flop and latch total of about 64.
- The run puts the share of flip-flops with an asynchronous set or reset after synthesis at 1.00.

Outcome:
- The first error in the log reads "[ERROR DPL-0036] Detailed placement failed".
- Progress stopped at clock tree synthesis.
- The run stopped with a tool error.

Clock tree:
- The run gives the total setup buffers inserted after CTS as roughly 95.
- Counting the buffers created by CTS gives 9.
- The run gives the number of sinks driven by the clock tree as 64.
- The run gives the clock root buffer as clkbuf_16.
- In this run, post-CTS hold repair placed 0 buffers.
- In this run the number of H-tree levels came out at 3.
- The run gives the cell resize tally after clock tree synthesis as 589.
- The run puts the maximum buffer depth of the clock tree at 2.

Die:
- The run puts the overall die height at 131 um.
- The run puts the count of pins on the block boundary at approximately 120.
- The share of the core area taken by cells at floorplan is 0.517.
- After floorplanning, the core was divided into ~46 placement rows.
- The die is 131 um wide.

Place:
- The run gives the weighted congestion reported at the end of routability-driven placement as between 1 and 1.5.
- Note, the detailed placer reported a final HPWL of between 30000 and 40000 um.
- The run gives the number of I/O port buffers as about 120.
- The run puts the worst setup slack before clock tree synthesis at -1.23 ns.
==> through the flow <==
step	hold WS, ns	instance area (um^2)	std cells
after global placement	0.489	13300	1784
after detailed placement	0.481	13300	1784
after floorplan	0.212	9090	1115
==> Yosys cell counts (all sizes together), types with 7 or more instances <==
| library cell | instances | area share |
|---|---|---|
| nand3 | 18 | 0.011 |
| o22a | 7 | 0.0074 |
| or4 | 19 | 0.017 |
| o21ai | 113 | 0.068 |
| buf | 22 | 0.015 |
| nor3 | 26 | 0.016 |
| nor2 | 103 | 0.047 |
| clkbuf | 57 | 0.026 |
| a31oi | 16 | 0.012 |
| inv | 37 | 0.017 |
| nor2b | 13 | 0.0098 |
| a32o | 7 | 0.0085 |
| o211ai | 11 | 0.010 |
| a211oi | 12 | 0.011 |
| or2 | 13 | 0.0098 |
| a21oi | 28 | 0.017 |
| nor4 | 14 | 0.012 |
| o31ai | 11 | 0.010 |
| dfstp | 64 | 0.20 |
| nand2 | 76 | 0.034 |
| o22ai | 115 | 0.087 |
| o21bai | 8 | 0.0073 |
| xnor2 | 13 | 0.014 |
| nor3b | 11 | 0.011 |
| ha | 32 | 0.048 |
| o221ai | 88 | 0.095 |
| a21boi | 8 | 0.0073 |
| and3 | 8 | 0.0061 |
| or3 | 43 | 0.033 |
| nand2b | 19 | 0.014 |
==> cell families after synthesis <==
group	Yosys count
AND/OR/NAND/NOR	398
multiplexers	3
XOR/XNOR	19
buffers and inverters	116
AND-OR/OR-AND	483
flip-flops	64
adder cells (fa/ha/maj)	32
